[design/flow/design.v]
`timescale 1ns / 1ps
module bit4_plus (
    input wire [3:0] inA,
    input wire [3:0] inB,
    output wire [3:0] outS2,
    output wire Cout0
);
assign {Cout0, outS2} = inA+inB;
endmodule
[design/flow/run.sh]
#!/bin/bash
# OpenROAD 26Q1-2900-gdf79404cd8, Yosys 0.63+post, stock flow scripts
make -C /OpenROAD-flow-scripts/flow DESIGN_CONFIG=/design/flow/config.mk WORK_HOME=/design/flow/orfs finish
[design/flow/config.mk]
export PLATFORM = sky130hd
export DESIGN_NAME = bit4_plus
export DESIGN_NICKNAME = bit4_plus
export VERILOG_FILES = /design/flow/design.v
export SDC_FILE = /design/flow/constraint.sdc
export NUM_CORES = 4
export LEC_CHECK = 1
export CORE_AREA = 10 10 70 70
export DIE_AREA = 0 0 80 80
[design/flow/constraint.sdc]
current_design bit4_plus

set clk_period 2.4
set clk_io_pct 0.2

create_clock -name clk0 -period $clk_period

set non_clock_inputs [all_inputs -no_clocks]
set_input_delay [expr $clk_period * $clk_io_pct] -clock clk0 $non_clock_inputs
set_output_delay [expr $clk_period * $clk_io_pct] -clock clk0 [all_outputs]
==> results.sh <==
# flow metrics
export IMPL_num_antenna_cells=0
export IMPL_tool_warnings=33
export IMPL_finalWorstSetupSlack_ns=0.251
export IMPL_grtUsageMet2=0.0233
export IMPL_synth_area_um2=136
export IMPL_timing_critical_path_max_delay_family="buffers and inverters"
export IMPL_io_buffer_count=13
export IMPL_min_period_ns=2.15
export IMPL_ys_sh_mux=0
export IMPL_path_cells="clkdlybuf4s50_1, ha_4, a21oi_2, xnor2_1, dlygate4sd2_1"
export IMPL_syn_avg_cell_area_um2=8.52
export IMPL_postCtsHoldBufs=0
export IMPL_run_status="finished clean"
export IMPL_num_rows=21
export IMPL_drc=0
export IMPL_grt_busiest_layer="met2"
export IMPL_simple_gate_share=0.0917
export IMPL_antenna_left=0
export IMPL_antenna_found_initial=0
export IMPL_drt_pass1_iterations=1
export IMPL_gr_usage_all_layers=0.0157
export IMPL_drt_iter0_markers=0
export IMPL_synth_distinct_cells=9
export IMPL_arrival_ns=1.67
export IMPL_startpoint_type="input port"
export IMPL_timing_hold_ws_ns=1.72
export IMPL_wl_um=536
export IMPL_crit_end="outS2[3]"
export IMPL_die_area_mm2=0.00640
export IMPL_final_cell_mix="dlygate4sd2_1 (5), clkdlybuf4s50_1 (5), inv_1 (3)"
export IMPL_critPathRequiredTime_ns=1.92
export IMPL_use_met1=0.0165
export IMPL_cp_startpoint="inA[2]"
export IMPL_vias=154
export IMPL_path_max_fanout=3
export IMPL_routedWlPerCell_um=7.05
export IMPL_synthAoiAreaFrac=0.156
export IMPL_p_leak_nw=0.151
export IMPL_grt_max_degree=4
export IMPL_slowest_delay_ns=0.51
export IMPL_fmax_ghz=0.465
export IMPL_p_total_mw=0.0592
export IMPL_end_kind="output port"
export IMPL_die_y_um=80
export IMPL_critical_path_depth=5
export IMPL_fp_utilization=0.0399
export IMPL_utilization=0.101
export IMPL_slew_headroom=0.924
export IMPL_grt_pass1_wl_um=800
export IMPL_vias_per_cell=2.03
export IMPL_crit_buf_inv=2
export IMPL_pre_cts_ws_ns=-0.442
export IMPL_final_hold_violation_count=0
export IMPL_syn_inst=16
export IMPL_yosysWarnings=0
export IMPL_grt_ovfl_total=0
export IMPL_cap_violations=0
export IMPL_seq_cells=0
export IMPL_adder_share=0.514
export IMPL_ir_drop_uv=21.1
export IMPL_setup_violations=0
export IMPL_die_w_um=80
export IMPL_gp_congestion=0.742
export IMPL_n_fill_cell=401
export IMPL_ios=13
export IMPL_fp_coreArea_mm2=0.00342
export IMPL_drive_gt1_frac=0.233
export IMPL_synth_seq_share=0
export IMPL_pwr_density_cell_mw_per_mm2=171
export IMPL_grt_pass1_vias=164
export IMPL_worst_setup_path_type="input port to output port"
export IMPL_ys_chip_area_um2=136
export IMPL_cp_slowest_cell="clkdlybuf4s50_1"
export IMPL_yosys_cells=16
export IMPL_use_met3=0.0159
export IMPL_nClkBuffers=0
export IMPL_rsz0062_at_grt="no"
export IMPL_hp_class="input port to output port"
export IMPL_seq_area_um2=0
export IMPL_synthToLayoutAreaGrowth_pct=154
export IMPL_ys_sh_xor=0.128
export IMPL_final_period_utilization=0.895
export IMPL_tightest_slew_ns=0.113
export IMPL_logic_family="adder cells"
export IMPL_drv_slew=0
export IMPL_post_dp_hpwl_um=490
## power breakdown
part           switching [mW]  internal [mW]
sequential                  0              0
clock                       0              0
combinational          0.0192         0.0400
total                  0.0192         0.0400
## cell usage after synthesis
library cell  instances  area, um2
a21oi_2               1       8.76
fa_1                  1       20.0
ha_1                  4       50.1
xnor2_1               2       17.5
nand2b_1              1       6.26
nor2b_1               1       6.26
a21o_1                1       7.51
inv_1                 4       15.0
o21ai_0               1       5.00
## stage by stage
step | std cells | TNS, ns | cell area (um2)
2_1_floorplan | 16 | 0 | 136
3_3_place_gp | 75 | -1.24 | 324
3_5_place_dp | 75 | -1.24 | 324
4_1_cts | 75 | -0.0636 | 337
5_1_grt | 76 | 0 | 347
6_report | 76 | 0 | 347
## kinds of logic (layout without fill, tap and decap cells)
| family | Yosys count | in the layout |
|---|---|---|
| buffers and inverters | 4 | 18 |
| AND/OR/NAND/NOR | 2 | 2 |
| AND-OR/OR-AND | 3 | 3 |
| XOR/XNOR | 2 | 2 |
| adder cells (fa/ha/maj) | 5 | 5 |
## cell type report
type,instances,area (um2),share of cell area
inverters,4,15.0,0.0433
multi-input cells,12,139,0.401
well taps,46,57.6,0.166
repair buffers,14,135,0.390
## routing by layer
| layer | vias to the layer above | wire length [um] |
|---|---|---|
| met5 | - | 0 |
| met4 | 0 | 0 |
| met3 | 0 | 160 |
| met2 | 11 | 159 |
| met1 | 63 | 215 |
| li1 | 80 | - |
## how the worst min path moves through the flow
stage	startpoint	end	slack, ns	cells after the start
CTS	inB[1]	outS2[1]	1.73	5
global route	inB[1]	outS2[1]	1.78	5
finish	inA[3]	Cout0	1.72	4
## worst min-delay path, delay by kind of cell
family	cells	cell delay, ns
adder cells (fa/ha/maj)	1	0.13
buffers and inverters	2	0.55
AND/OR/NAND/NOR	1	0.09
## repair_timing
| action | CTS | global route |
|---|---|---|
| endpoints found under the setup margin | 4 | 1 |
| gates resized | 15 | 1 |
| buffers inserted | 0 | 1 |
| pin swaps | 2 | 2 |
No activity file was given, so power comes from the tool's default toggle rates.
